### flow/design.v
package core_pkg;
  parameter Xlen = 64;
  parameter Ilen = 32;
  parameter Nret = 1;
  localparam MaskBits = Xlen / 8;
  typedef enum logic [1:0] {
    Add, Op32, Funct
  } aluop_e;
  typedef enum logic [1:0] {
    MemNone, MemLoad, MemStore
  } mem_type_e;
  typedef enum logic [2:0] {
    Rtype, Itype, Stype, Btype, Utype, Jtype, Fence
  } inst_type_e;
  typedef enum logic [1:0] {
    JmpNone, JmpBr, JmpJal, JmpJalr
  } jump_type_e;
  typedef enum logic [4:0] {
    OpAdd, OpSub, OpXor, OpOr, OpAnd, OpSll, OpSrl, OpSra, OpSlt, OpSltu,
    OpBeq, OpBne, OpBlt, OpBge, OpBltu, OpBgeu,
    OpAddw, OpSubw, OpSllw, OpSrlw, OpSraw
  } alu_op_e;
  typedef enum logic [3:0] {
    OpCSRNone,
    OpCSRRW, OpCSRRdonly, OpCSRRS, OpCSRRC,
    OpEcall, OpEbreak,
    OpUret, OpSret, OpHret, OpMret, OpDret,
    OpSfence, OpWfi
  } csr_op_e;
  typedef enum logic [2:0] {
    WbNone, WbAlu, WbLsu, WbCsr, WbLui, WbJmp
  } reg_wb_src_e;
endpackage
package axil_pkg;
  typedef enum logic [1:0] {
    OKAY   = 2'b00,
    EXOKAY = 2'b01,
    SLVERR = 2'b10,
    DECERR = 2'b11
  } axil_resp_e;
  typedef struct packed {
    logic privilege;
    logic secure;
    logic instruction;
  } axil_prot_t;
endpackage
module fifo
  #(parameter DepthLog2 = 2
  ,parameter Width = 32)
  (input logic clk_i
  ,input logic rst_ni
  ,input  logic               wr_valid_i
  ,input  logic [Width - 1:0] wr_data_i
  ,output logic               wr_ready_o
  ,output logic               wr_ready_two_o
  ,input  logic               rd_ready_i
  ,output logic [Width - 1:0] rd_data_o
  ,output logic               rd_valid_o
  );
  if (DepthLog2 < 1) begin : l_depth_warning
    $error("Fifo must have depth of at least 2; use pipeline_reg instead.");
  end : l_depth_warning
  logic [DepthLog2 - 1:0] ptr_write_q, ptr_write_d, ptr_read_q, ptr_read_d,
    ptr_write_two;
  logic [Width - 1:0] rd_data_mem, rd_data_reg;
  logic [0:0] write, read, last_wr_q, last_rd_q, addr_equal,
    forward_data_d, forward_data_q;
  assign write = wr_valid_i && wr_ready_o;
  assign read = rd_valid_o && rd_ready_i;
  always_ff @(posedge clk_i) begin
    if (!rst_ni) begin
      last_wr_q <= 1'b0;
      last_rd_q <= 1'b1;
    end else if (write || read) begin
      last_wr_q <= write;
      last_rd_q <= read;
    end
  end
  assign ptr_write_d = ptr_write_q + write;
  assign ptr_read_d = ptr_read_q + read;
  assign ptr_write_two = ptr_write_q + 'h1;
  always_ff @(posedge clk_i) begin
    if (!rst_ni) begin
      ptr_write_q <= '0;
      ptr_read_q <= '0;
    end else begin
      ptr_write_q <= ptr_write_d;
      ptr_read_q <= ptr_read_d;
    end
  end
  ram_1r1w_sync #(
    .DataWidth(Width), .AddrWidth(DepthLog2)
  ) u_mem (
    .clk_i(clk_i),
    .w_en_i(write),
    .waddr_i(ptr_write_q),
    .wdata_i(wr_data_i),
    .wmask_i(),
    .r_en_i(!forward_data_d),
    .raddr_i(ptr_read_d),
    .rdata_o(rd_data_mem)
  );
  assign forward_data_d = (ptr_write_q == ptr_read_d && write);
  always_ff @(posedge clk_i) begin
    forward_data_q <= forward_data_d;
  end
  always_ff @(posedge clk_i) begin
    if (forward_data_d) begin
      rd_data_reg <= wr_data_i;
    end
  end
  assign addr_equal = (ptr_write_q == ptr_read_q);
  assign wr_ready_o = !(addr_equal && last_wr_q);
  assign wr_ready_two_o = wr_ready_o && !(ptr_write_two == ptr_read_q);
  assign rd_valid_o = !(addr_equal && last_rd_q);
  assign rd_data_o = forward_data_q ? rd_data_reg : rd_data_mem;
endmodule
module ram_1r1w_sync
  #(parameter DataWidth = 32
  ,parameter  AddrWidth = 8
  ,localparam MaskBits  = DataWidth / 8
  ,parameter  UseMask   = 0
  ,parameter  UseInitFile = 0
  ,parameter  InitFile    = {"", "rtl/program.mem"}
  )
  (input  logic clk_i
  ,input  logic                   w_en_i
  ,input  logic [AddrWidth - 1:0] waddr_i
  ,input  logic [DataWidth - 1:0] wdata_i
  ,input  logic [MaskBits  - 1:0] wmask_i
  ,input  logic                   r_en_i
  ,input  logic [AddrWidth - 1:0] raddr_i
  ,output logic [DataWidth - 1:0] rdata_o
  );
  logic [DataWidth - 1:0] mem [0:(2 ** AddrWidth) - 1];
  initial begin
    if (UseInitFile) begin
      $display("Initialized %m with '%s'.", InitFile);
      $readmemh(InitFile, mem);
    end
  end
  always_ff @(posedge clk_i) begin
    if (w_en_i) begin
      if (UseMask) begin
        for (int i = 0; i < MaskBits; i ++) begin
          if (wmask_i[i]) mem[waddr_i][8 * i+:8] <= wdata_i[8 * i+:8];
        end
      end else begin
        mem[waddr_i] <= wdata_i;
      end
    end
    if (r_en_i) begin
      rdata_o <= mem[raddr_i];
    end
  end
  if (!UseMask) begin : l_no_mask
    logic [MaskBits - 1:0] __unused;
    assign __unused = wmask_i;
  end
endmodule
### flow/run.sh
#!/bin/bash
# OpenROAD 26Q1-2900-gdf79404cd8, Yosys 0.63+post, stock flow scripts
make -C /OpenROAD-flow-scripts/flow DESIGN_CONFIG=/design/flow/config.mk WORK_HOME=/design/flow/orfs finish
### flow/config.mk
export PLATFORM = sky130hd
export DESIGN_NAME = fifo
export DESIGN_NICKNAME = fifo
export VERILOG_FILES = /design/flow/design.v
export SDC_FILE = /design/flow/constraint.sdc
export NUM_CORES = 4
export LEC_CHECK = 1
export CORE_UTILIZATION = 40
### flow/constraint.sdc
current_design fifo

set clk_period 7.0
set clk_io_pct 0.2

create_clock -name clk0 -period $clk_period [get_ports {clk_i}]

set non_clock_inputs [all_inputs -no_clocks]
set_input_delay [expr $clk_period * $clk_io_pct] -clock clk0 $non_clock_inputs
set_output_delay [expr $clk_period * $clk_io_pct] -clock clk0 [all_outputs]
==> run summary <==
Results of the run.

The run finished with clean final reports. In this run the core area contains 49 standard-cell rows. The worst vdd rail ir drop is approximately 0.00024 V.

The routed layout has 3267 vias. The global routing report lists combined usage of all routing layers as 14.8%. The startpoint of the most critical register-to-register path is ptr_write_q[0]$_SDFF_PN0_. In this run the tightest slew margin relative to its limit is 53.3%. Counting the warning lines in the Yosys log gives 2. Summed over all nets, the half-perimeter wirelength after detailed placement is 6.92 mm. Per the OpenROAD floorplan log, the width of the die is ~140 um. The worst setup path is launched from an input port. The post-synthesis async set-or-reset flop share is 0%. The final hold violation count is 0. STA classifies the critical path endpoint as a flip-flop.

The area share of the largest cell type after synthesis is 77.8%. The most used flip-flop cell is edfxtp_1. The layout overhead on the synthesized area is 21.7%. The clock latency of the later-clocked register in the worst-skew pair is 0.42 ns. The area fraction in mux cells is approximately 15%. The main kind of combinational logic by area is multiplexers. Post-CTS repair changed the size of 0 cells. In this run, the synthesized area fraction spent on xor and xnor cells is recorded as about 1.0%. The maximum number of pins on one net before global-route repair is 35.

The flow reported a cell area power density of approximately 440 mW/mm^2. Counting I/O delays and the setup requirement, the final critical path takes 3.78 ns. The leakage power total is 2.93 nW. The endpoint of the worst hold-timing path is last_rd_q$_SDFFE_PN1P_. In this run the vertical extent of the chip is 138 um. The detailed router reported a total wirelength of 12.3 mm.

The first detailed-routing pass ran for 22 iterations. The actual transition at the worst max-transition pin is 0.700 ns. The final number of setup-violating endpoints is 0. Per the timing report, the achievable frequency comes out to 264 MHz. Of the cells placed in the final design, the portion with a size suffix greater than 1 is between 20% and 30%.

For this run, the register share of the synthesized area comes to 79.7%. For this design, Yosys synthesis ends with a cell count of ~320. The summed negative setup slack over all endpoints is 0 ns. The worst min-delay path class is reg -> reg. The critical path is of the in -> reg type. The worst path uses 54.0% of the clock period.

The clock passes through at most 2 buffers. The root cell of the clock tree is clkbuf_16. For this block, the initial DRC count from the detailed router was approximately 180.

The number of antenna violations at the first check in global routing is 0. After global routing the overflow that remains totals 0. The worst-case reg-to-reg setup slack stands at 3.89 ns. The area of the core is 0.0181 mm^2. The terminus of the critical flop-to-flop path is rd_data_reg[8]$_DFFE_PP_. The per-cell via count in the routed design is between 5 and 6. The simple-gate share of the synthesized area is 1.74%. The post-synthesis cell count is 319. The remaining number of nets flagged by the antenna check after routing is 0. The number of remaining DRC errors is 0. The tally of unique sky130hd cells used after synthesis is 30. The synthesized area per cell is 23.2 um^2. The CTS log lists the clock sinks for this run as 199.

The report puts the hold buffer count at CTS at 0. The library cell with the largest summed area after synthesis is edfxtp_1. The startpoint of the worst hold path is last_rd_q$_SDFFE_PN1P_.

Per the detail_route report, routed wire per instance is 19.0 um. The H-tree generated during clock tree synthesis spans 4 levels. Per the timing report, the biggest fanout along the worst path comes to 33. For this configuration, the core starts out at a cell density of 41.0%. The number of register bits inferred by synthesis is 199. Sorting the synthesized cells by area gives the leading types as edfxtp_1 78%, mux4_2 9.7%, mux2_2 4.4%.

After its last routability iteration, the placer logged a weighted congestion of 0.781. Setup repair after global routing left no endpoint under its margin. The count of warning messages emitted by the tools is 28. The sum of internal, switching and leakage power is between 3 and 4 mW.

The post-synthesis adder-cell area fraction is 1.01%. The diode insertion count for antenna repair is 0. The total cell area reported by yosys after synthesis is 0.00741 mm^2. The worst hold path was traced through 2 stages. The CTS clock-pin slew for the worst setup and hold paths is 0.06 ns. The die area is between 0.015 and 0.02 mm^2. Logic depth along the worst register-to-register path is recorded as 8. The flip-flop count of the largest register, all copies and words added is between 100 and 150. The number of top-level pins is 71. The final timing report lists a max-slew violation count of 0.

Summing every instance area after synthesis gives roughly 0.0074 mm^2. The number of global-route vias before repair is ~3500. Port buffering added 70 buffers. In this run, synthesis inferred 192 flip-flops with an integrated enable. The area share of and-or/or-and cells after synthesis is 0.760%. The setup skew after layout is 0.0103 ns. Once the clock tree was built, the setup fixing pass inserted 0 buffers. The first global-routing pass estimated about 19 mm of wire.

The arrival time reported for the critical path endpoint is 3.83 ns. The report counts max-capacitance violations totalling 0. The CTS tree is done. The required time reported for the critical path endpoint is 7.05 ns. The number of buffers inserted during clock tree synthesis is 17.
-- power by group --
part	leakage, nW	total [mW]	internal [mW]	switching [mW]
Combinational	0.786	1.18	0.668	0.511
Clock	0.291	0.994	0.619	0.375
Sequential	1.86	1.76	1.69	0.0717
Total	2.93	3.93	2.98	0.958
-- worst max-delay path, cell delays in order --
cell and delay [ns]:
clkdlybuf4s50_1 0.55, a21boi_0 0.22, ha_2 0.26, xor2_4 0.53, or2_2 0.23, and4b_2 0.20, buf_4 0.43
-- metal layers --
metal	wire length (um)	up-vias	track usage, %
met1	4990	1599	22.6
li1	-	1486	-
met3	1540	12	9.46
met2	5640	170	20.7
met5	0	-	0
met4	141	0	1.42
-- area by class of cell --
| type | count | area [um^2] |
|---|---|---|
| Fill cell | 1386 | 9070 |
| Clock inverter | 4 | 120 |
| Tap cell | 229 | 287 |
| Clock buffer | 28 | 487 |
| Inverter | 3 | 11.3 |
| Multi-Input combinational cell | 106 | 1440 |
| Sequential cell | 199 | 5910 |
| Timing Repair Buffer | 79 | 768 |
-- placed cells by master (no fill, tap or decap), types with 2 or more instances in the layout --
cell type and n:
a21boi_0 2, and2_1 5, and2_2 4, buf_4 9
bufinv_16 4, clkbuf_1 9, clkbuf_16 17, clkbuf_8 2
clkdlybuf4s50_1 70, dfxtp_1 6, edfxtp_1 192, ha_1 5
inv_1 3, mux2_1 3, mux2_2 29, mux4_2 32
nand2_1 2, nor2_1 2, xnor2_1 4, xor2_1 3
-- synth_stat cells (2+ instances only) --
library cell  number
nor2_1             2
and2_1             9
mux2_1             3
xnor2_1            4
inv_1              3
nand2_1            2
mux2_2            29
dfxtp_1            7
a21boi_0           2
xor2_1             3
mux4_2            32
ha_1               6
edfxtp_1         192
buf_6              3
buf_2              7
-- cell families (layout without fill, tap and decap cells) --
family	Yosys count	after routing
AOI/OAI and AO/OA	7	7
xor gates and xnor gates	8	8
adders and majority gates	6	6
buffers and inverters	14	114
DFF	199	199
muxes	64	64
and+or+nand+nor	21	21
-- through the flow --
step | hold slack (ns) | setup slack [ns] | instances | util, % | area, um^2
4_1_cts | 0.588 | 3.19 | 648 | 49.9 | 9020
5_1_grt | 0.633 | 3.03 | 648 | 49.9 | 9020
6_report | 0.589 | 3.22 | 648 | 49.9 | 9020
2_1_floorplan | 0.534 | 3.02 | 319 | - | 7410
3_3_place_gp | 0.551 | 2.71 | 616 | 46.5 | 8410
3_5_place_dp | 0.577 | 2.75 | 616 | 46.5 | 8410
-- how the worst max path moves through the flow --
stage | start | to | slack (ns) | depth (start not counted)
finish | rd_ready_i | rd_data_reg[8]$_DFFE_PP_ | 3.22 | 7
CTS | rd_ready_i | rd_data_reg[8]$_DFFE_PP_ | 3.19 | 7
global route | rd_ready_i | rd_data_reg[8]$_DFFE_PP_ | 3.03 | 7
Power figures rest on the tool's default switching activity, not on a simulated workload.
