==> design/flow/design.v <==
package core_pkg;
  parameter Xlen = 64;
  parameter Ilen = 32;
  parameter Nret = 1;
  localparam MaskBits = Xlen / 8;
  typedef enum logic [1:0] {
    Add, Op32, Funct
  } aluop_e;
  typedef enum logic [1:0] {
    MemNone, MemLoad, MemStore
  } mem_type_e;
  typedef enum logic [2:0] {
    Rtype, Itype, Stype, Btype, Utype, Jtype, Fence
  } inst_type_e;
  typedef enum logic [1:0] {
    JmpNone, JmpBr, JmpJal, JmpJalr
  } jump_type_e;
  typedef enum logic [4:0] {
    OpAdd, OpSub, OpXor, OpOr, OpAnd, OpSll, OpSrl, OpSra, OpSlt, OpSltu,
    OpBeq, OpBne, OpBlt, OpBge, OpBltu, OpBgeu,
    OpAddw, OpSubw, OpSllw, OpSrlw, OpSraw
  } alu_op_e;
  typedef enum logic [3:0] {
    OpCSRNone,
    OpCSRRW, OpCSRRdonly, OpCSRRS, OpCSRRC,
    OpEcall, OpEbreak,
    OpUret, OpSret, OpHret, OpMret, OpDret,
    OpSfence, OpWfi
  } csr_op_e;
  typedef enum logic [2:0] {
    WbNone, WbAlu, WbLsu, WbCsr, WbLui, WbJmp
  } reg_wb_src_e;
endpackage
package axil_pkg;
  typedef enum logic [1:0] {
    OKAY   = 2'b00,
    EXOKAY = 2'b01,
    SLVERR = 2'b10,
    DECERR = 2'b11
  } axil_resp_e;
  typedef struct packed {
    logic privilege;
    logic secure;
    logic instruction;
  } axil_prot_t;
endpackage
module ram_1rw_sync
  #(parameter DataWidth   = 32
  ,parameter  AddrWidth   = 8
  ,localparam MaskBits    = DataWidth / 8
  ,parameter  UseInitFile = 0
  ,parameter  InitFile    = {"", "rtl/program.mem"}
  )
  (input  logic clk_i
  ,input  logic                   valid_i
  ,input  logic [AddrWidth - 1:0] addr_i
  ,input  logic                   wr_en_i
  ,input  logic [DataWidth - 1:0] wdata_i
  ,input  logic [MaskBits  - 1:0] wmask_i
  ,output logic [DataWidth - 1:0] rdata_o
  );
  logic [DataWidth - 1:0] mem [0:(2 ** AddrWidth) - 1];
  initial begin
    if (UseInitFile) begin
      $display("Initialized %m with '%s'.", InitFile);
      $readmemh(InitFile, mem);
    end
  end
  always_ff @(posedge clk_i) begin
    if (valid_i) begin
      if (wr_en_i) begin
        for (int i = 0; i < MaskBits; i ++) begin
          if (wmask_i[i]) mem[addr_i][8 * i+:8] <= wdata_i[8 * i+:8];
        end
      end else begin
        rdata_o <= mem[addr_i];
      end
    end
  end
endmodule
==> design/flow/run.sh <==
#!/bin/bash
# OpenROAD 26Q1-2900-gdf79404cd8, Yosys 0.63+post, stock flow scripts
make -C /OpenROAD-flow-scripts/flow DESIGN_CONFIG=/design/flow/config.mk WORK_HOME=/design/flow/orfs finish
==> design/flow/config.mk <==
export PLATFORM = sky130hd
export DESIGN_NAME = ram_1rw_sync
export DESIGN_NICKNAME = ram_1rw_sync
export VERILOG_FILES = /design/flow/design.v
export SDC_FILE = /design/flow/constraint.sdc
export NUM_CORES = 4
export LEC_CHECK = 1
export CORE_UTILIZATION = 40
export SYNTH_MEMORY_MAX_BITS = 65536
==> design/flow/constraint.sdc <==
current_design ram_1rw_sync

set clk_period 50.3
set clk_io_pct 0.2

create_clock -name clk0 -period $clk_period [get_ports {clk_i}]

set non_clock_inputs [all_inputs -no_clocks]
set_input_delay [expr $clk_period * $clk_io_pct] -clock clk0 $non_clock_inputs
set_output_delay [expr $clk_period * $clk_io_pct] -clock clk0 [all_outputs]
==> impl.org <==
#+TITLE: Physical design notes

** Drt
- According to the report, the first pass of detailed routing completed in 5 iterations.
- M1 WL :: 254.2 mm
- The routed layout reports a DRC error count of 0.
- Antenna Nets Post-Route :: 0
- The routed design has between 800 and 900 mm of wire.
- Highest routed metal layer :: met5
- DRT iter0 DRCs :: 10330
- For this run, the detailed router reports a per-instance via density of 5.694.
- Average wire per standard cell :: approximately 31 um
- Detailed routing inserted a total of 147600 vias.
- Routed met2 length :: between 300 and 400 mm
- In the detailed route, the total length drawn on met3 is 138.4 mm.

** Placement
- Final weighted congestion in routability-driven placement :: 0.8618
- During placement, the flow inserted port buffers numbering 78.
- Prior to clock tree synthesis, the placed netlist has a worst setup slack of 31.65 ns.
- Post-DP HPWL :: around 480 mm

** Global routing
- Via count of the first global-routing pass :: 164500
- GRT Resource Usage Total :: roughly 22%
- The first global-routing pass estimated 1152 mm of wire.
- Summed over all layers, the global routing overflow is 0.
- The initial antenna violation count came to 45.
- Entering global routing, the biggest net connects 133 pins.

** Clock tree
- Buffer depth of the longest clock path :: 4
- The clock reaches the later pin of the worst-skew pair after 1.16 ns.
- TritonCTS built the clock tree.
- Number of levels the H-tree was split into :: 6
- Clock slew at the register clock pins of the worst setup and hold paths :: approximately 0.06 ns
- Number of setup buffers added after CTS :: 0
- The root buffer cell chosen for the clock tree is sky130_fd_sc_hd__clkbuf_16.
- TritonCTS buffer count :: between 800 and 900
- Total clock sinks :: approximately 8000
- For this design, the CTS-stage hold fixing added 0 buffers.
- Once the clock tree was built, the resizer swapped 0 gates to a different size.

** Synth
- Post-synthesis cell type count :: 21
- A synthesized cell averages 22.25 um2.
- The cell count after synthesis came out at 14080.
- Number of synthesized register bits :: a little over 8000
- For this run, the number of Yosys warnings is 1.
- Yosys stat cell total :: 14080
- For this run, the chip area from Yosys synthesis comes to 313200 um2.
- For this run, the register share of the synthesized area comes to 78.84%.
- In this run the cell area of the synthesized design comes to 313200 um2.

** Final timing
- The transition time recorded at the tightest slew-check pin is 1.418 ns.
- The final timing report lists a hold violation count of 0.
- Endpoints with negative setup slack in the final report add up to 0.
- Setup total negative slack on the finished layout was measured at 0 ns.
- Top achievable clock speed :: just under 0.06 GHz
- Hold Worst Slack :: 1.009 ns
- In the post-route analysis, the smallest setup slack over all paths is roughly 33 ns.
- On the final layout, the worst clock skew is 0.1214 ns.
- Final period demand of the worst path :: 17.12 ns
- Number of max-slew violations in the final report :: 0
- Max_slew headroom :: 4.231%
- Unrepaired setup endpoints after global routing :: no
- After layout, the worst path uses approximately a third of the clock period.

** Finish
- Per the final layout report, the fraction of cells sized above drive strength 1 comes to 25.73%.
- The area taken by multi-input combinational cells is reported as 62670 um2.
- Summing all flip-flop and latch instances after layout gives 247000 um2.
- By instance count after routing, the leading logic cell type is sky130_fd_sc_hd__edfxtp_1.
- Cells fill a little under half of the core in the end.
- Total of fill cells in the finished design :: 63690
- Area added between synthesis and finish :: 13.35%
- Commonest cells after routing, fill and taps aside :: sky130_fd_sc_hd__edfxtp_1 (8224), sky130_fd_sc_hd__mux4_2 (2048), sky130_fd_sc_hd__nor2_1 (1036), sky130_fd_sc_hd__a22oi_1 (1024), sky130_fd_sc_hd__clkbuf_16 (815)

** Critical path
- The capture point of the worst register-to-register path is recorded as rdata_o[9]$_DFFE_PP_.
- In this design, the stage delay of the slowest critical-path cell is 0.86 ns.
- Critical path launch point type :: primary input
- The largest individual stage delay along the critical path comes from the cell sky130_fd_sc_hd__o41ai_1.
- Endpoint type of the worst setup path :: flop
- The cell that appears most often on the critical path is sky130_fd_sc_hd__buf_4.
- Crit Path Class :: primary input to flop
- The report lists the cells along the critical path as buf_16 -> buf_4 -> buf_4 -> buf_4 -> buf_4 -> buf_4 -> buf_4 -> buf_4 -> buf_4 -> buf_4 -> mux4_2 -> a22oi_1 -> a21oi_1 -> o41ai_1 -> nand4_1.
- Critical Path RT :: around 50 ns
- Per STA, the worst path accumulates the most delay in the family buffers and inverters.
- Measured in cells, the most critical reg-to-reg path has a length of 6.
- Number of buffer and inverter stages on the critical path :: 10
- Crit path arrival time :: between 15 and 20 ns
- Register-to-Register Setup Slack :: ~47 ns
- Max fanout on the critical path was recorded as 57.
- RR Startpoint :: mem[175][9]$_DFFE_PP_

** Floorplanning
- Per the OpenROAD floorplan log, the area of the core is approximately 800000 um2.
- Die y size :: roughly 890 um
- According to the I/O placement log, the pin count is 79.
- Area of the die :: 786600 um2
- Width of the chip :: 886.9 um
- FP Core Util :: about two fifths
- The floorplan has 324 rows.

** Power
- Static leakage :: 0.1070 uW
- In this run the power density over the cells is 39.52 nW/um2.
- The power report puts the net switching power at around 3000 uW.
- Gate power share :: 4.3%
- VDD IR max :: around 0.039 mV
- Sequential fraction of design power :: 53.8%
- Internal power comes to 11050 uW.
- Proportion of power drawn by the clock network :: 41.9%
- Net Sw Frac :: 21.27%

** Worst hold path
- Along the worst hold path, the cell count comes to 5.
- Worst Hold Path EP :: rdata_o[31]$_DFFE_PP_
- The tightest min-delay check is of the flop to flop type.
- The launch point of the worst min-delay path is recorded as mem[175][31]$_DFFE_PP_.

** Status
- Status :: finished, final reports clean

** Flow run
- Tool warning count :: 62
- The report counts max-capacitance violations totalling 0.
==> logic make-up after synthesis <==
kind of cell	Yosys count	share of synthesized area (%)
flip-flops	8224	78.84
multiplexers	2048	14.73
AND-OR/OR-AND	1664	3.630
AND/OR/NAND/NOR	1213	1.504
buffers and inverters	931	1.297
==> routing by layer <==
layer,vias up,GRT usage [%]
li1,61410,-
met1,76090,27.11
met2,8590,32.36
met3,1436,17.23
met4,64,6.799
met5,-,1.449
==> worst max-delay path by stage <==
stage	start	to	slack, ns	depth (start not counted)
CTS	addr_i[0]	rdata_o[16]$_DFFE_PP_	32.85	15
global route	addr_i[0]	rdata_o[0]$_DFFE_PP_	32.39	15
finish	addr_i[0]	rdata_o[16]$_DFFE_PP_	33.18	15
==> cell type report <==
type | instances | share of cell area (%)
flip-flops and latches | 8224 | 69.56
multi-input cells | 4925 | 17.65
clock buffers | 1003 | 5.943
well taps | 10430 | 3.676
repair buffers | 785 | 1.821
clock inverters | 499 | 1.316
diodes | 51 | 0.03595
==> power groups by stage <==
stage	sequential (uW)	combinational, uW	clock [uW]
CTS	7550	616	5980
global route	7550	652	6240
finish	7550	607	5870
==> registers in the layout, indices dropped and copies added (netlist names) <==
register  count
rdata_o      32
mem        8192
==> cell usage after synthesis (all sizes together) <==
cell	count	area share (%)
mux4	2048	15
and3	7	0.014
a22oi	1024	2.5
nor2b	9	0.018
nand2	106	0.13
nand4	32	0.064
or2	2	0.0040
nor3	5	0.0080
and2	3	0.0060
clkbuf	610	0.73
o41ai	128	0.36
buf	321	0.57
nand2b	6	0.012
edfxtp	8224	79
nand3	4	0.0064
a21oi	512	0.82
nor2	1039	1.2
==> through the flow <==
stage	cells	cell area (um2)	power, uW
final	25920	355000	14030
after global routing	25880	354900	14440
after CTS	25870	354900	14140
after detailed placement	24360	329100	8310
after global placement	24360	329100	8303
after floorplan	14080	313200	8012
==> worst min-delay path, stage by stage, from the launching register on <==
cell	delay, ns
sky130_fd_sc_hd__edfxtp_1	0.31
sky130_fd_sc_hd__mux4_2	0.22
sky130_fd_sc_hd__a22oi_1	0.08
sky130_fd_sc_hd__a21oi_1	0.14
sky130_fd_sc_hd__o41ai_1	0.08
sky130_fd_sc_hd__nand4_1	0.07
Power is estimated from default activity; no workload was simulated.
