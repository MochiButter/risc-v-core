===== /design/flow/design.v =====
package core_pkg;
  parameter Xlen = 64;
  parameter Ilen = 32;
  parameter Nret = 1;
  localparam MaskBits = Xlen / 8;
  typedef enum logic [1:0] {
    Add, Op32, Funct
  } aluop_e;
  typedef enum logic [1:0] {
    MemNone, MemLoad, MemStore
  } mem_type_e;
  typedef enum logic [2:0] {
    Rtype, Itype, Stype, Btype, Utype, Jtype, Fence
  } inst_type_e;
  typedef enum logic [1:0] {
    JmpNone, JmpBr, JmpJal, JmpJalr
  } jump_type_e;
  typedef enum logic [4:0] {
    OpAdd, OpSub, OpXor, OpOr, OpAnd, OpSll, OpSrl, OpSra, OpSlt, OpSltu,
    OpBeq, OpBne, OpBlt, OpBge, OpBltu, OpBgeu,
    OpAddw, OpSubw, OpSllw, OpSrlw, OpSraw
  } alu_op_e;
  typedef enum logic [3:0] {
    OpCSRNone,
    OpCSRRW, OpCSRRdonly, OpCSRRS, OpCSRRC,
    OpEcall, OpEbreak,
    OpUret, OpSret, OpHret, OpMret, OpDret,
    OpSfence, OpWfi
  } csr_op_e;
  typedef enum logic [2:0] {
    WbNone, WbAlu, WbLsu, WbCsr, WbLui, WbJmp
  } reg_wb_src_e;
endpackage
package axil_pkg;
  typedef enum logic [1:0] {
    OKAY   = 2'b00,
    EXOKAY = 2'b01,
    SLVERR = 2'b10,
    DECERR = 2'b11
  } axil_resp_e;
  typedef struct packed {
    logic privilege;
    logic secure;
    logic instruction;
  } axil_prot_t;
endpackage
module register
  #(parameter RegWidth = 32,
    parameter RegDepth = 32)
  (input logic clk_i
  ,input  logic [$clog2(RegDepth) - 1:0] rs1_addr_i
  ,input  logic [$clog2(RegDepth) - 1:0] rs2_addr_i
  ,input  logic [$clog2(RegDepth) - 1:0] rd_addr_i
  ,input  logic [RegWidth - 1:0]         rd_data_i
  ,input  logic                          rd_write_en_i
  ,output logic [RegWidth - 1:0]         rs1_data_o
  ,output logic [RegWidth - 1:0]         rs2_data_o
  );
  logic [RegWidth - 1:0] regs_q [RegDepth - 1:1];
  assign rs1_data_o = rs1_addr_i != '0 ? regs_q[rs1_addr_i] : '0;
  assign rs2_data_o = rs2_addr_i != '0 ? regs_q[rs2_addr_i] : '0;
  always_ff @(posedge clk_i) begin
    if (rd_write_en_i && (rd_addr_i != '0)) begin
      regs_q[rd_addr_i] <= rd_data_i;
    end
  end
endmodule

===== /design/flow/run.sh =====
#!/bin/bash
# OpenROAD 26Q1-2900-gdf79404cd8, Yosys 0.63+post, stock flow scripts
make -C /OpenROAD-flow-scripts/flow DESIGN_CONFIG=/design/flow/config.mk WORK_HOME=/design/flow/orfs finish

===== /design/flow/config.mk =====
export PLATFORM = sky130hd
export DESIGN_NAME = register
export DESIGN_NICKNAME = register
export VERILOG_FILES = /design/flow/design.v
export SDC_FILE = /design/flow/constraint.sdc
export NUM_CORES = 4
export LEC_CHECK = 1
export CORE_UTILIZATION = 40

===== /design/flow/constraint.sdc =====
current_design register

set clk_period 9.5
set clk_io_pct 0.2

create_clock -name clk0 -period $clk_period [get_ports {clk_i}]

set non_clock_inputs [all_inputs -no_clocks]
set_input_delay [expr $clk_period * $clk_io_pct] -clock clk0 $non_clock_inputs
set_output_delay [expr $clk_period * $clk_io_pct] -clock clk0 [all_outputs]

==> results.ini <==
[global_route]
grt_busiest_layer=met2
grt_pass1_vias=29800
use_met3=0.249
antenna_found_initial=8
grt_overflow=0
gr-usage-met2=0.401
grtUsageMet1=0.298
grt_pass1_wl_um=209000
grt_max_degree=96
grt_use_total=0.276

[synthesis]
edf_count=992
synth_cells=2601
most_common_cell=edfxtp_1
synthArstFlopShare=0
ys_seq_share=0.641
synthFlopType=edfxtp_1
synthTopCellsByCount=edfxtp_1 (992), mux4_2 (339), mux2i_1 (316)
synth_area_um2=46500
ys_top_logic_family=multiplexers
ys_cells=2601
avgSynthCellArea_um2=17.9
adder_share=0
post-synth-top-area-fraction=0.641
numSynthFlops=992
yosys.area_share.simple=0.0385
synthTopCellsByArea=edfxtp_1 (64%), mux4_2 (16%), mux2i_1 (6.8%)
ys_warn_count=1
xor_area_frac=0
synth.mux.area_fraction=0.246
yosysChipArea_um2=46500
aoi_share=0.0517
synth_cell_types=38
top_area_cell=edfxtp_1

[clock_tree]
cts-buffers-inserted=104
cts_root_buf=clkbuf_16
cts.htree.levels=3
post_cts_buffers=0
clock_sinks=992
cts_tree=yes
ctsHoldBuffers=0
path_clk_slew_ns=0.06
clockBufferDepth=3
cts_resized=0

[worst_setup_path]
start_kind=input pin
cp-end-kind=primary output
crit_top_cell=buf_4
slowest_delay_ns=0.74
critPathKind=in2out
slowest_stage=buf_4
cp_max_fo=55
worstPathCellList=buf_8 > buf_4 > buf_4 > mux4_2 > and2_1 > o21ai_0 > a31oi_1 > clkdlybuf4s50_1
cp.arrival_ns=5.50
cp.required_ns=7.60

[finish]
syn2layout_area_growth_pct=13.8
largest-register=regs_q
largest_reg_flops=992
top_regs=regs_q x992
fillCellCount=9406
design_area_um2=52900
drive_above_1_share=0.242

[floorplanning]
die_area_um2=118000
dieHeight_um=343
row_count=124
io_pins=113
fp.dieW_um=343
core-area_um2=115000
fp_util=0.405

[power]
p_per_area_nw_per_um2=184
vdd_drop_max_mv=0.178
leakage_nw=17.3
fin_total_pwr_mw=9.72

[final_timing]
setup_slack_ns=2.10
setup-tns-final_ns=0
tightest_slew_ns=1.11
hold_viol=0
setup_violations=0
maxSlewViolCount=0
timing.fmax_mhz=135
period_minus_slack_ns=7.40
finalCritPeriodShare=0.779
hold_ws_ns=2.05
slew_headroom=0.252
rsz0062_at_grt=no

[detailed_routing]
vias_per_cell=6.24
vias=27000
drtIter0Drc=1826
drt_first_pass_iters=5
ant_nets=0
wl_per_cell_um=34.0
drc=0
finalWirelength_um=147000

[placement]
dpl_cell_area_um2=49700
numPortBuffers=112
gp_congestion=0.913
preCtsSetupSlack_ns=2.12
dp_hpwl_um=89000

[flow_run]
tool_warnings=25
drv_cap=0

[min_path]
hp-class=in2reg
min_path_cells=2
hp-start=rd_data_i[26]
min_to=regs_q[25][26]

[status]
status=complete, no violations

## per-layer routing
| metal | vias up | share of wire |
|---|---|---|
| li1 | 11100 | - |
| met1 | 13500 | 0.30 |
| met2 | 2078 | 0.46 |
| met3 | 262 | 0.20 |
| met4 | 21 | 0.026 |
| met5 | - | 0.0044 |
## critical path, delay by kind of cell
kind                   cells  cell delay (ns)
AND-OR/OR-AND              2             0.29
buffers and inverters      4             2.42
AND/OR/NAND/NOR            1             0.17
multiplexers               1             0.58
## power breakdown
part           total [mW]  switching [mW]  internal, mW
combinational       0.920           0.542         0.378
clock                3.91            1.66          2.25
sequential           4.89          0.0212          4.87
## through the flow
stage / std cells / util
after floorplan: 2601 / -
after global placement: 4137 / 0.433
after detailed placement: 4137 / 0.433
after CTS: 4326 / 0.461
after global routing: 4327 / 0.461
final: 4330 / 0.461
## worst max path at each step
stage	slack, ns	start	endpoint
after CTS	2.12	rs2_addr_i[0]	rs2_data_o[28]
final	2.10	rs2_addr_i[0]	rs2_data_o[28]
after global routing	1.90	rs2_addr_i[0]	rs2_data_o[0]
## kinds of logic after synthesis
| group | Yosys count |
|---|---|
| mux | 698 |
| simple gates | 374 |
| compound gates | 332 |
| flops | 992 |
| buf+inv | 205 |
## layout make-up
| class | count | area (um^2) | area share |
|---|---|---|---|
| diodes | 4 | 10.0 | 0.000189 |
| clock buffers | 131 | 2750 | 0.0519 |
| clock inverters | 58 | 500 | 0.00946 |
| inverters | 1 | 3.75 | 0.0000709 |
| multi-input cells | 1404 | 15900 | 0.300 |
| flip-flops and latches | 992 | 29800 | 0.563 |
| well taps | 1512 | 1890 | 0.0357 |
| repair buffers | 228 | 2090 | 0.0395 |
## cells in the final DEF (no fill, tap or decap), types with 34 or more instances in the layout
| master | n |
|---|---|
| clkdlybuf4s50_1 | 104 |
| nor2_1 | 83 |
| a22oi_1 | 92 |
| mux2i_1 | 316 |
| buf_4 | 111 |
| a22o_1 | 45 |
| clkbuf_16 | 106 |
| nand3_1 | 52 |
| nand2_1 | 89 |
| mux2_2 | 34 |
| a21oi_1 | 68 |
| mux4_2 | 339 |
| edfxtp_1 | 992 |
Power is estimated from default activity; no workload was simulated.
